--- ./run.sh ---
#!/bin/bash
# OpenROAD 26Q1-2900-gdf79404cd8, Yosys 0.63+post, stock flow scripts
make -C /OpenROAD-flow-scripts/flow DESIGN_CONFIG=/design/flow/config.mk WORK_HOME=/design/flow/orfs finish
--- ./config.mk ---
export PLATFORM = sky130hd
export DESIGN_NAME = id_ex_reg
export DESIGN_NICKNAME = id_ex_reg
export VERILOG_FILES = /design/flow/design.v
export SDC_FILE = /design/flow/constraint.sdc
export NUM_CORES = 4
export LEC_CHECK = 1
export CORE_UTILIZATION = 40
--- ./constraint.sdc ---
current_design id_ex_reg

set clk_period 1.0
set clk_io_pct 0.2

create_clock -name clk0 -period $clk_period [get_ports {clk}]

set non_clock_inputs [all_inputs -no_clocks]
set_input_delay [expr $clk_period * $clk_io_pct] -clock clk0 $non_clock_inputs
set_output_delay [expr $clk_period * $clk_io_pct] -clock clk0 [all_outputs]
--- ./design.v ---
module id_ex_reg(
    input wire clk, rst,
    input wire flush,
    input wire inject_bubble,
    input wire [7:0] pc_plus1,
    input wire [7:0] IP,
    input wire [7:0] imm,
    input wire      [2:0] BType,
    input wire      [1:0] MemToReg,
    input wire            RegWrite,
    input wire            MemWrite,
    input wire            MemRead,
    input wire            UpdateFlags,
    input wire      [1:0] RegDistidx,
    input wire      [1:0] ALU_src,
    input wire      [3:0] ALU_op,
    input wire            IO_Write,
    input wire            isCall,    
    input wire            loop_sel,
    input wire            Ret_sel,
    input wire            Rti_sel,
    input wire            int_signal,  
    input wire            isNotRet, 
    input wire  [7:0] ra_val_in,     
    input wire  [7:0] rb_val_in,     
    input wire  [1:0] ra,            
    input wire  [1:0] rb,             
    output reg      [2:0] BType_out,
    output reg      [1:0] MemToReg_out,
    output reg             RegWrite_out,
    output reg             MemWrite_out,
    output reg             MemRead_out,
    output reg             UpdateFlags_out,
    output reg       [1:0] RegDistidx_out,
    output reg       [1:0] ALU_src_out,
    output reg       [3:0] ALU_op_out,
    output reg             IO_Write_out,
    output reg             isCall_out,  
    output reg             loop_sel_out,
    output reg             Ret_sel_out,
    output reg             Rti_sel_out,
    output reg             int_signal_out,
    output reg             isNotRet_out,
    output reg  [7:0] ra_val_out,
    output reg  [7:0] rb_val_out,
    output reg  [1:0] ra_out,
    output reg  [1:0] rb_out,
    output reg [7:0] pc_plus1_out,
    output reg [7:0] IP_out,
    output reg [7:0] imm_out
);
    always @(posedge clk or negedge rst) begin
        if(!rst) begin
            BType_out <= 0;
            MemToReg_out <= 0;
            RegWrite_out <= 0;
            MemWrite_out <= 0;
            MemRead_out <= 0;
            UpdateFlags_out <= 0;
            RegDistidx_out <= 0;
            ALU_src_out <= 0;
            ALU_op_out <= 0;
            IO_Write_out <= 0;
            ra_val_out <= 0;
            rb_val_out <= 0;
            ra_out <= 0;
            rb_out <= 0;
            IP_out <= 0;
            imm_out <= 0;
            pc_plus1_out <= 0;
            isCall_out <= 0;
            loop_sel_out <= 0;
            Ret_sel_out <= 0;
            int_signal_out<=0;
            Rti_sel_out <= 0;
            isNotRet_out    <= 0;
        end
        else if (flush) begin
            BType_out <= 0;
            MemToReg_out <= 0;
            RegWrite_out <= 0;
            MemWrite_out <= 0;
            MemRead_out <= 0;
            UpdateFlags_out <= 0;
            RegDistidx_out <= 0;
            ALU_src_out <= 0;
            ALU_op_out <= 0;
            IO_Write_out <= 0;
            ra_val_out <= 0;
            rb_val_out <= 0;
            ra_out <= 0;
            rb_out <= 0;
            IP_out <= 0;
            imm_out <= 0;
            pc_plus1_out <= 0;
            isCall_out <= 0;
            loop_sel_out <= 0;
            Ret_sel_out <= 0;
            int_signal_out<=0;
            Rti_sel_out <= 0;
            isNotRet_out <= 0;
        end
        else if(inject_bubble) begin
            BType_out <= 0;
            MemToReg_out <= 0;
            RegWrite_out <= 0;
            MemWrite_out <= 0;
            MemRead_out <= 0;
            UpdateFlags_out <= 0;
            RegDistidx_out <= 0;
            ALU_src_out <= 0;
            ALU_op_out <= 0;
            IO_Write_out <= 0;
            ra_val_out <= 0;
            rb_val_out <= 0;
            ra_out <= 0;
            rb_out <= 0;
            IP_out <= 0;
            imm_out <= 0;
            pc_plus1_out <= 0;
            isCall_out <= 0;
            loop_sel_out <= 0;
            Ret_sel_out <= 0;
            int_signal_out<=0;
            Rti_sel_out <= 0;
            isNotRet_out <= 0;
        end
        else begin
            BType_out <= BType;
            MemToReg_out <= MemToReg;
            RegWrite_out <= RegWrite;
            MemWrite_out <= MemWrite;
            MemRead_out <= MemRead;
            UpdateFlags_out <= UpdateFlags;
            RegDistidx_out <= RegDistidx;
            ALU_src_out <= ALU_src;
            ALU_op_out <= ALU_op;
            IO_Write_out <= IO_Write;
            ra_val_out <= ra_val_in;
            rb_val_out <= rb_val_in;
            ra_out <= ra;
            rb_out <= rb;
            pc_plus1_out <= pc_plus1;    
            IP_out <= IP;   
            imm_out <= imm;     
            isCall_out <= isCall;
            loop_sel_out <= loop_sel;
            Ret_sel_out <= Ret_sel;
            int_signal_out<=int_signal;
            Rti_sel_out <= Rti_sel;
            isNotRet_out    <= isNotRet;
        end
    end
endmodule
==> results.sh <==
# yosys + openroad results
export IMPL_status="complete, but fails checks"
export IMPL_failed_checks="negative hold slack, negative setup slack"
export IMPL_grt_max_degree=69
export IMPL_grt_overflow_total=0
export IMPL_worstPathArrival_ns=0.81
export IMPL_initCoreUtil_pct=41.4
export IMPL_setup_slack_ns=-0.0116
export IMPL_layout_top_cell="buf_2"
export IMPL_drive_above_1_share_pct=37.9
export IMPL_worst_setup_path_start_kind="register"
export IMPL_setup_violations=6
export IMPL_row_count=28
export IMPL_die_h_um=80.0
export IMPL_tritoncts="yes"
export IMPL_critPathBufInv=1
export IMPL_antenna_found_initial=0
export IMPL_maxSlewHeadroom_pct=75.6
export IMPL_synth_chip_area_um2=2440
export IMPL_seqCellArea_um2=1700
export IMPL_insertedDiodeCount=0
export IMPL_final_max_slew_violation_count=0
export IMPL_crit_fanout=1
export IMPL_grt_pass1_vias=1647
export IMPL_io_pins=140
export IMPL_cts_sinks=68
export IMPL_synth_flops=68
export IMPL_coreArea_um2=5890
export IMPL_dp_final_hpwl_um=3640
export IMPL_min_path_type="input pin to asynchronous set/reset pin"
export IMPL_ys_warnings_count=1
export IMPL_clk_pin_slew_ns=0.07
export IMPL_numCtsBuffers=9
export IMPL_syn_area_um2=2440
export IMPL_power_leakage_nw=1.81
export IMPL_cts_root_buffer="clkbuf_8"
export IMPL_cap_violations=0
export IMPL_post_place_ws_ns=-0.0165
export IMPL_peakVddDrop_mv=0.861
export IMPL_syn2layout_area_growth_pct=52.0
export IMPL_hold_viol=68
export IMPL_die_area_um2=6410
export IMPL_cp_cell_sequence="buf_2"
export IMPL_cpMaxStageDelayCell="dfrtp_1"
export IMPL_via_per_inst=4.53
export IMPL_rsz0062_at_grt="true"
export IMPL_grt_pass1_wl_um=8540
export IMPL_track_usage_pct=18.3
export IMPL_warnings=30
export IMPL_port_buffers=139
export IMPL_crit_path_max_incr_delay_ns=0.37
export IMPL_drt_iter0_drc=62
export IMPL_fmax_ghz=0.989
export IMPL_tightest_slew_ns=0.367
export IMPL_yosys_stat_cells=152
export IMPL_postRouteAntennaNets=0
export IMPL_end_kind="output port"
export IMPL_postCtsSetupRepairBufs=0
export IMPL_cp_required_ns=0.80
export IMPL_avgRoutedWirePerCell_um=14.8
export IMPL_post_route_min_period_ns=1.01
export IMPL_syn_instance_count=152
export IMPL_path_delay_family="flip-flops"
export IMPL_clock_path_buffers=2
export IMPL_final_cell_mix="buf_2 (71), dfrtp_1 (68), clkdlybuf4s50_1 (68), nor3b_1 (48), nor3b_2 (20)"
export IMPL_drtPass1Iterations=3
export IMPL_via_count=1688
export IMPL_powerDensity_nw_per_um2=1450
export IMPL_drc_errors=0
export IMPL_holdWs_ns=-0.124
export IMPL_fill_cells=541
export IMPL_path_class="register to output port"
export IMPL_fp_dieW_um=80.0
export IMPL_gp_congestion=0.771
export IMPL_synth_distinct_cells=5
export IMPL_synth_seq_share_pct=69.9
export IMPL_logic_area_um2=611
export IMPL_routed_wl_um=5510
export IMPL_synth_avg_cell_area_um2=16.0
export IMPL_timing_final_crit_share_pct=101
export IMPL_htree_levels=3
-- worst max path at each step --
| stage | cells after the start | startpoint | to | slack, ns |
|---|---|---|---|---|
| global route | 1 | MemRead_out | MemRead_out | -0.06 |
| CTS | 1 | MemRead_out | MemRead_out | -0.04 |
| finish | 1 | rb_val_out[5] | rb_val_out[5] | -0.01 |
-- cells by family after synthesis --
| group | count (synthesis) | share of synthesized area (%) |
|---|---|---|
| and+or+nand+nor | 68 | 25.1 |
| buffers and inverters | 16 | 5.08 |
| DFF | 68 | 69.9 |
-- state kept, by name (all words and copies together), names as in the netlist, 2 cells and up --
| name | cells |
|---|---|
| ALU_src_out | 2 |
| IP_out | 8 |
| RegDistidx_out | 2 |
| ra_val_out | 8 |
| BType_out | 3 |
| rb_val_out | 8 |
| pc_plus1_out | 8 |
| rb_out | 2 |
| ALU_op_out | 4 |
| imm_out | 8 |
| ra_out | 2 |
| MemToReg_out | 2 |
-- cell usage after synthesis, drive strengths merged --
cell type | number | area [um2]
buf | 16 | 124
nor3b | 68 | 611
dfrtp | 68 | 1700
-- where the power goes --
part | total [mW] | internal (mW) | switching (mW)
sequential | 2.88 | 2.85 | 0.0218
combinational | 0.646 | 0.421 | 0.226
clock | 1.85 | 0.927 | 0.926
total | 5.37 | 4.20 | 1.17
-- metal layers --
metal	global-route usage [%]	up-vias	share of wire [%]
met5	0	-	0
met4	3.39	0	1.6
met3	5.45	9	10
met2	24.4	94	41
met1	31.5	786	47
li1	-	799	-
-- cell type report --
class                   count  share of cell area (%)
flip-flops and latches     68                    45.9
repair buffers            148                    30.8
multi-input cells          68                    16.5
clock buffers              11                    3.82
well taps                  75                    2.53
clock inverters             3                   0.405
-- what timing repair did --
action	in CTS	in global routing
gates resized	210	0
hold endpoints to repair	68	68
endpoints found under the setup margin	68	68
-- per-stage QoR --
step / total power [mW] / instances / TNS (ns) / utilization, % / instance area, um2
after floorplan: 3.12 / 152 / 0 / - / 2440
after global placement: 3.68 / 359 / -0.0398 / 66.1 / 3890
after detailed placement: 3.69 / 359 / -0.0165 / 66.1 / 3890
after CTS: 5.45 / 373 / -0.777 / 62.9 / 3700
after global routing: 5.63 / 373 / -1.77 / 62.9 / 3700
final: 5.37 / 373 / -0.0339 / 62.9 / 3700
No activity file was given, so power comes from the tool's default toggle rates.
