<file path="flow/run.sh">
#!/bin/bash
# OpenROAD 26Q1-2900-gdf79404cd8, Yosys 0.63+post, stock flow scripts
make -C /OpenROAD-flow-scripts/flow DESIGN_CONFIG=/design/flow/config.mk WORK_HOME=/design/flow/orfs finish
</file>
<file path="flow/config.mk">
export PLATFORM = sky130hd
export DESIGN_NAME = memory
export DESIGN_NICKNAME = memory
export VERILOG_FILES = /design/flow/design.v
export SDC_FILE = /design/flow/constraint.sdc
export NUM_CORES = 4
export LEC_CHECK = 1
export CORE_UTILIZATION = 50
</file>
<file path="flow/constraint.sdc">
current_design memory

set clk_period 18.5
set clk_io_pct 0.2

create_clock -name clk0 -period $clk_period [get_ports {clk}]

set non_clock_inputs [all_inputs -no_clocks]
set_input_delay [expr $clk_period * $clk_io_pct] -clock clk0 $non_clock_inputs
set_output_delay [expr $clk_period * $clk_io_pct] -clock clk0 [all_outputs]
</file>
<file path="flow/design.v">
module memory (
    input  wire        clk,
    input  wire        rst,            
    input  wire [7:0]  addr_a,
    output wire  [7:0]  data_out_a,
    input  wire [7:0]  addr_b,
    output wire  [7:0]  data_out_b,
    input  wire        we_b,              
    input  wire [7:0]  write_data_b
);
    reg [7:0] mem [0:255];
integer i ;
    always @(posedge clk or negedge rst) 
    begin
        if (!rst) 
        begin
            for (i=128; i<=255;i=i+1)
                begin
                    mem[i] <= 'd0;
                end
        end
        else 
        begin
            if (we_b) 
            begin
                mem[addr_b] <= write_data_b;    
            end
        end
    end
assign data_out_b  = mem[addr_b];
assign data_out_a  = mem[addr_a];
endmodule
</file>
==> results.cfg <==
; generated from flow reports
[floorplan]
die_x_um = 448
die.size.y_um = 448
rows = 163
pin_count = 43
fp_util_pct = 50.4

[placed_design]
io_buffers = 42
dpl.hpwl_um = 779000
place_area_um2 = 108000
placedCellCount = 10900
place.gp.congestion = 1.82

[clock_tree]
cts-buffers-inserted = 219
cts_resized = 0
ctsHoldBuffers = 0
cts_setup_buffers = 0
cts.path.max_buffers = 3
cts_root_buf = clkbuf_16
cts.sinks = 2048
cts_htree_levels = 4

[synth]
top_area_share_pct = 30.9
synth-edff-count = 1024
ys_top_cells_by_count = mux2_2, dfrtp_1, edfxtp_1, a22oi_1, clkbuf_1
syn_area_um2 = 99500
topCellsByArea = edfxtp_1, dfrtp_1, mux2_2
synth_flops = 2048
synth-warning-count = 2
synth_stat.cells = 8006
ys.flop_type = edfxtp_1
synthArstFlopShare_pct = 50.0
avgSynthCellArea_um2 = 12.4
synth_area_leader_cell = edfxtp_1
ys_seq_share_pct = 56.6
netlist-cell-type-count = 81
yosys_area_um2 = 99500
syn_inst = 8006
yosysMostFrequentCell = mux2_2

[global_routing]
grt_pass1_wl_um = 1390000
grt-ovfl-total = 29200
grt_start_max_net_pins = 119
grt_usage_pct = 115
grt_pass1_vias = 127000

[run_status]
failed_stage = global routing
firstError = [ERROR GRT-0116] Global routing finished with congestion. Check the congestion regions in the DRC Viewer.
status = did not finish
[routing by layer]
layer / global-route usage [%] / GRT overflow
met1: 117 / 8044
met3: 104 / 4098
met4: 104 / 3082
met5: 94.8 / 404
met2: 129 / 13600
[cell families after synthesis]
logic type	synth area share, %
AOI/OAI and AO/OA	18.9
DFF	56.6
and+or+nand+nor	9.22
muxes	11.7
buffers and inverters	3.51
xor gates and xnor gates	0.0352
[metrics by stage]
stage | setup WS (ns) | utilization (%)
2_1_floorplan | 8.73 | -
3_3_place_gp | 3.95 | 54.8
3_5_place_dp | 5.11 | 54.8
4_1_cts | 5.07 | 58.7
