**flow/design.v**
```verilog
module Register_file (
    input wire clk,               
    input wire rst,               
    input wire wenabel,           
    input wire SP_EN,
    input wire SP_OP,
    input wire [1:0] ra,          
    input wire [1:0] rb,          
    input wire [1:0] rd,          
    input wire [7:0] write_data,  
    output wire [7:0] ra_date,    
    output wire [7:0] rb_date     
);
    reg [7:0] regs [0:3];
    always @(posedge clk or negedge rst) 
    begin
        if (!rst) begin
            regs[0] <= 8'd0;       
            regs[1] <= 8'd0;       
            regs[2] <= 8'd0;       
            regs[3] <= 8'd255;     
        end
        else begin
            if (wenabel) begin
            regs[rd] <= write_data;
        end
            if(SP_EN) begin
            regs[3] <= (SP_OP == 1'b1)? regs[3] + 1 : regs[3] - 1;
        end
        end
    end
    assign ra_date = regs[ra];
    assign rb_date = regs[rb];
endmodule
```
**flow/run.sh**
```bash
#!/bin/bash
# OpenROAD 26Q1-2900-gdf79404cd8, Yosys 0.63+post, stock flow scripts
make -C /OpenROAD-flow-scripts/flow DESIGN_CONFIG=/design/flow/config.mk WORK_HOME=/design/flow/orfs finish
```
**flow/config.mk**
```make
export PLATFORM = sky130hd
export DESIGN_NAME = Register_file
export DESIGN_NICKNAME = Register_file
export VERILOG_FILES = /design/flow/design.v
export SDC_FILE = /design/flow/constraint.sdc
export NUM_CORES = 4
export LEC_CHECK = 1
export CORE_AREA = 10 10 114 114
export DIE_AREA = 0 0 124 124
```
**flow/constraint.sdc**
```tcl
current_design Register_file

set clk_period 3.4
set clk_io_pct 0.2

create_clock -name clk0 -period $clk_period [get_ports {clk}]

set non_clock_inputs [all_inputs -no_clocks]
set_input_delay [expr $clk_period * $clk_io_pct] -clock clk0 $non_clock_inputs
set_output_delay [expr $clk_period * $clk_io_pct] -clock clk0 [all_outputs]
```
==> results_dict.tcl <==
# implementation run metrics
set metrics [dict create \
    status "complete, no violations" \
    crit_family "buffers and inverters" \
    intPower_w 0.001165 \
    cts_root_buf "clkbuf_8" \
    dpl.hpwl_mm 3.728 \
    synth_area_sq_um 2016 \
    regToRegEndpoint "regs[3][7]$_DFFE_PN1P_" \
    p_clk_share_pct 24.0 \
    yosysWarningCount 2 \
    critPathCaptureType "primary output" \
    holdBufCountCts 0 \
    cts_setup_buffers 0 \
    grtUsageTotal_pct 6.650 \
    synth.avg_cell_area_sq_um 13.81 \
    final_cell_mix "clkdlybuf4s50_1, mux2_2, dfrtp_1" \
    synth-edff-count 0 \
    drc 0 \
    stage_log_warnings 25 \
    io_pins 35 \
    placed_area_sq_um 2522 \
    gp_routability_congestion 0.7760 \
    peakVddDrop_mv 0.2723 \
    reg2reg_depth 5 \
    cpMaxStageDelayCell "mux4_2" \
    dieArea_sq_um 15380 \
    pwr-share-seq_pct 36.4 \
    core_area_sq_um 10420 \
    critical-path-top-cell-by-count "clkdlybuf4s50_1" \
    hold_depth 1 \
    fin_crit_sh_pct 88.44 \
    final_common_cell "clkdlybuf4s50_1" \
    cp_max_fo 8 \
    cts_inserted_buffers 5 \
    fillerInstances 1070 \
    cellLeakagePower_nw 1.026 \
    p_sw_w 0.0004913 \
    async_reset_ff_share_pct 100.0 \
    antenna_found_initial 0 \
    final_area_sq_um 2649 \
    worstHoldStart "regs[2][5]$_DFFE_PN0P_" \
    drive_gt1_share_pct 36.22 \
    portBuffers 34 \
    synth_flop_count 32 \
    h-tree-depth 2 \
    critPathKind "primary input to primary output" \
    dr.pass1.iters 4 \
    fin_tns_setup_ps 0 \
    fp_util_pct 19.35 \
    p_total_w 0.001656 \
    wl_per_cell_microns 15.57 \
    rrSetupSlack_ps 1660 \
    cts.clk_slew.worst_paths_ps 60 \
    tightest_slew_ps 571.3 \
    top_regs "regs: 32 flops" \
    syn_to_final_growth_pct 31.41 \
    hold_slack_ps 524.2 \
    cp.required_ps 2720 \
    slew_violations 0 \
    combPwrFrac_pct 39.6 \
    worstReg2RegStart "regs[3][1]$_DFFE_PN1P_" \
    largest_reg_flops 32 \
    maxCapViolations 0 \
    tritoncts "done" \
    holdPathEnd "regs[2][5]$_DFFE_PN0P_" \
    routed_via_density 4.545 \
    n_antenna_cell 0 \
    relSlewSlack_pct 61.87 \
    ys.flop_type "dfrtp_1" \
    synthTopCellsByArea "dfrtp_1, mux4_2, mux2_2" \
    synth.top_cell.area_share_pct 29.80 \
    cts_resized 0 \
    ys_chip_area_sq_um 2016 \
    max_freq_ghz 0.3326 \
    die_x_microns 124 \
    path_cells "clkdlybuf4s50_1 -> buf_4 -> mux4_2 -> clkdlybuf4s50_1" \
    setup_slack_ps 393.0 \
    grt_pass1_wl_mm 8.052 \
    via_count 1459 \
    final_antenna_net_count 0 \
    setup_viol 0 \
    yosys.area.top_type "dfrtp_1" \
    skew_ps 1.899 \
    ys_cells 146 \
    crit_buf_inv 3 \
    synth_cell_types 42 \
    hold_viol_final 0 \
    grt_overflow 0 \
    regMostFlops "regs" \
    arrival_ps 2330 \
    hold_path_class "flop to flop" \
    numClockSinks 32 \
    crit_path_start_kind "primary input" \
    clock_latency_ps 280 \
    wl_mm 4.998 \
    rsz0062_at_grt "false" \
    grt_max_degree 33 \
    critPathMaxStageDelay_ps 530 \
    period_needed_ps 3007 \
    sw_frac_of_total_pct 29.66 \
    core.rowCount 37 \
    clock_path_buffers 2 \
    cellPowerDensity_nw_per_um2 625.3 \
    dpl_worst_slack_ps 379.3 \
    synth_seq_share_pct 40.22 \
    postSynthCellCount 146 \
    die_h_microns 124 \
    drt_iter0_drc 69 \
    grt_pass1_vias 1459 \
]
-- kinds of logic (layout without fill, tap and decap cells) --
family,after synthesis,count (layout),share of synthesized area [%]
mux,46,46,34.26
flops,32,32,40.22
compound gates,29,29,10.55
simple gates,20,20,7.325
buf+inv,10,49,2.048
fa+ha+maj,7,7,4.718
xor+xnor,2,2,0.8692
-- synthesized netlist by cell type, types with 2 or more instances --
library cell  number
dfrtp_1           24
mux2_2            24
mux4_2            16
dfstp_2            8
ha_1               6
mux2i_1            6
o21ai_0            6
nand2_1            4
a211oi_1           3
a31oi_1            3
buf_2              3
inv_1              3
nor2_1             3
o21bai_1           3
a211oi_2           2
a21o_1             2
buf_1              2
nand3b_2           2
nor4_1             2
o22ai_1            2
-- worst max-delay path by stage --
stage	start	endpoint	cells past startpoint
CTS	rb[0]	rb_date[0]	4
global route	rb[0]	rb_date[0]	4
finish	rb[0]	rb_date[0]	4
-- metrics by stage --
step | util, % | instances
floorplan | - | 146
global placement | 24.22 | 313
detailed placement | 24.22 | 313
CTS | 25.43 | 321
global route | 25.43 | 321
finish | 25.43 | 321
-- power by group through the flow --
| stage | clock (W) | sequential, W | combinational (W) |
|---|---|---|---|
| 5_1_grt | 0.000425 | 0.000618 | 0.000730 |
| 6_report | 0.000398 | 0.000603 | 0.000655 |
| 4_1_cts | 0.000409 | 0.000604 | 0.000663 |
-- area by class of cell --
class,instances,area (sq um),area share (%)
Clock buffer,7,96.34,3.637
Clock inverter,1,30.03,1.134
Inverter,4,15.01,0.5668
Multi-Input combinational cell,104,1164,43.93
Sequential cell,32,810.8,30.61
Tap cell,136,170.2,6.424
Timing Repair Buffer,37,362.8,13.70
-- per-layer routing --
layer / vias to the layer above / share of wire (%) / global-route usage, %
met1: 731 / 42 / 8.413
met2: 55 / 46 / 10.79
met5: - / 0 / 0
li1: 668 / - / -
met4: 0 / 1.7 / 0.9353
met3: 5 / 10 / 2.755
Power is estimated from default activity; no workload was simulated.
